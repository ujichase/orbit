## design.v

```verilog
interface apb_if (input pclk);
	logic [31:0]    paddr;
	logic [31:0]    pwdata;
	logic [31:0]    prdata;
	logic           penable;
	logic           pwrite;
	logic           psel;
endinterface
interface myBus (input clk);
  logic [7:0]  data;
  logic      enable;
  modport TB  (input data, clk, output enable);
  modport DUT (output data, input enable, clk);
endinterface
module Pong_Ball_Ctrl 
  #(parameter c_GAME_WIDTH=40, 
    parameter c_GAME_HEIGHT=30) 
  (input            i_Clk,
   input            i_Game_Active,
   input [5:0]      i_Col_Count_Div,
   input [5:0]      i_Row_Count_Div,
   output reg       o_Draw_Ball,
   output reg [5:0] o_Ball_X = 0,
   output reg [5:0] o_Ball_Y = 0);
  parameter c_BALL_SPEED = 1250000;
  reg [5:0]  r_Ball_X_Prev = 0;
  reg [5:0]  r_Ball_Y_Prev = 0;    
  reg [31:0] r_Ball_Count = 0;
  always @(posedge i_Clk)
  begin
    if (i_Game_Active == 1'b0)
    begin
      o_Ball_X      <= c_GAME_WIDTH/2;
      o_Ball_Y      <= c_GAME_HEIGHT/2;
      r_Ball_X_Prev <= c_GAME_WIDTH/2 + 1;
      r_Ball_Y_Prev <= c_GAME_HEIGHT/2 - 1;
    end
    else
    begin
      if (r_Ball_Count < c_BALL_SPEED)
        r_Ball_Count <= r_Ball_Count + 1;
      else
      begin
        r_Ball_Count <= 0;
        r_Ball_X_Prev <= o_Ball_X;
        r_Ball_Y_Prev <= o_Ball_Y;
        if ((r_Ball_X_Prev < o_Ball_X && o_Ball_X == c_GAME_WIDTH-1) ||
            (r_Ball_X_Prev > o_Ball_X && o_Ball_X != 0))
          o_Ball_X <= o_Ball_X - 1;
        else
          o_Ball_X <= o_Ball_X + 1;
        if ((r_Ball_Y_Prev < o_Ball_Y && o_Ball_Y == c_GAME_HEIGHT-1) ||
            (r_Ball_Y_Prev > o_Ball_Y && o_Ball_Y != 0))
          o_Ball_Y <= o_Ball_Y - 1;
        else
          o_Ball_Y <= o_Ball_Y + 1;
      end
    end
  end  
  always @(posedge i_Clk)
  begin
    if (i_Col_Count_Div == o_Ball_X && i_Row_Count_Div == o_Ball_Y)
      o_Draw_Ball <= 1'b1;
    else
      o_Draw_Ball <= 1'b0;
  end
endmodule  
module Pong_Paddle_Ctrl
  #(parameter c_PLAYER_PADDLE_X=0,
    parameter c_PADDLE_HEIGHT=6,
    parameter c_GAME_HEIGHT=30)
  (input            i_Clk,
   input [5:0]      i_Col_Count_Div,
   input [5:0]      i_Row_Count_Div,
   input            i_Paddle_Up,
   input            i_Paddle_Dn,
   output reg       o_Draw_Paddle,
   output reg [5:0] o_Paddle_Y);
  parameter c_PADDLE_SPEED = 1250000;
  reg [31:0] r_Paddle_Count = 0;
  wire w_Paddle_Count_En;
  assign w_Paddle_Count_En = i_Paddle_Up ^ i_Paddle_Dn;
  always @(posedge i_Clk)
  begin
    if (w_Paddle_Count_En == 1'b1)
    begin
      if (r_Paddle_Count == c_PADDLE_SPEED)
        r_Paddle_Count <= 0;
      else
        r_Paddle_Count <= r_Paddle_Count + 1;
    end
    if (i_Paddle_Up == 1'b1 && r_Paddle_Count == c_PADDLE_SPEED &&
        o_Paddle_Y !== 0)
      o_Paddle_Y <= o_Paddle_Y - 1;
    else if (i_Paddle_Dn == 1'b1 && r_Paddle_Count == c_PADDLE_SPEED &&
             o_Paddle_Y !== c_GAME_HEIGHT-c_PADDLE_HEIGHT-1)
      o_Paddle_Y <= o_Paddle_Y + 1;
  end
  always @(posedge i_Clk)
  begin
    if (i_Col_Count_Div == c_PLAYER_PADDLE_X &&
        i_Row_Count_Div >= o_Paddle_Y &&
        i_Row_Count_Div <= o_Paddle_Y + c_PADDLE_HEIGHT)
      o_Draw_Paddle <= 1'b1;
    else
      o_Draw_Paddle <= 1'b0;
  end
endmodule  
module Pong_Top
  #(parameter c_TOTAL_COLS=800,
    parameter c_TOTAL_ROWS=525,
    parameter c_ACTIVE_COLS=640,
    parameter c_ACTIVE_ROWS=480)
  (input            i_Clk,
   input            i_HSync,
   input            i_VSync,
   input            i_Game_Start,
   input            i_Paddle_Up_P1,
   input            i_Paddle_Dn_P1,
   input            i_Paddle_Up_P2,
   input            i_Paddle_Dn_P2,
   output reg       o_HSync,
   output reg       o_VSync,
   output [3:0] o_Red_Video,
   output [3:0] o_Grn_Video,
   output [3:0] o_Blu_Video);
  parameter c_GAME_WIDTH  = 40;
  parameter c_GAME_HEIGHT = 30;
  parameter c_SCORE_LIMIT = 9;
  parameter c_PADDLE_HEIGHT = 6;
  parameter c_PADDLE_COL_P1 = 0;   
  parameter c_PADDLE_COL_P2 = c_GAME_WIDTH-1;  
  parameter IDLE    = 3'b000;
  parameter RUNNING = 3'b001;
  parameter P1_WINS = 3'b010;
  parameter P2_WINS = 3'b011;
  parameter CLEANUP = 3'b100;
  reg [2:0] r_SM_Main = IDLE;
  wire       w_HSync, w_VSync;
  wire [9:0] w_Col_Count, w_Row_Count;
  wire       w_Draw_Paddle_P1, w_Draw_Paddle_P2;
  wire [5:0] w_Paddle_Y_P1, w_Paddle_Y_P2;
  wire       w_Draw_Ball, w_Draw_Any;
  wire [5:0] w_Ball_X, w_Ball_Y;
  reg [3:0] r_P1_Score = 0;
  reg [3:0] r_P2_Score = 0;
  wire [5:0] w_Col_Count_Div, w_Row_Count_Div;
  Sync_To_Count #(.TOTAL_COLS(c_TOTAL_COLS),
                  .TOTAL_ROWS(c_TOTAL_ROWS)) Sync_To_Count_Inst
    (.i_Clk(i_Clk),
     .i_HSync(i_HSync),
     .i_VSync(i_VSync),
     .o_HSync(w_HSync),
     .o_VSync(w_VSync),
     .o_Col_Count(w_Col_Count),
     .o_Row_Count(w_Row_Count));
  always @(posedge i_Clk)
  begin
    o_HSync <= w_HSync;
    o_VSync <= w_VSync;
  end
  assign w_Col_Count_Div = w_Col_Count[9:4];
  assign w_Row_Count_Div = w_Row_Count[9:4];
  Pong_Paddle_Ctrl #(.c_PLAYER_PADDLE_X(c_PADDLE_COL_P1),
                     .c_GAME_HEIGHT(c_GAME_HEIGHT)) P1_Inst
    (.i_Clk(i_Clk),
     .i_Col_Count_Div(w_Col_Count_Div),
     .i_Row_Count_Div(w_Row_Count_Div),
     .i_Paddle_Up(i_Paddle_Up_P1),
     .i_Paddle_Dn(i_Paddle_Dn_P1),
     .o_Draw_Paddle(w_Draw_Paddle_P1),
     .o_Paddle_Y(w_Paddle_Y_P1));
  Pong_Paddle_Ctrl #(.c_PLAYER_PADDLE_X(c_PADDLE_COL_P2),
                     .c_GAME_HEIGHT(c_GAME_HEIGHT)) P2_Inst
    (.i_Clk(i_Clk),
     .i_Col_Count_Div(w_Col_Count_Div),
     .i_Row_Count_Div(w_Row_Count_Div),
     .i_Paddle_Up(i_Paddle_Up_P2),
     .i_Paddle_Dn(i_Paddle_Dn_P2),
     .o_Draw_Paddle(w_Draw_Paddle_P2),
     .o_Paddle_Y(w_Paddle_Y_P2));
  Pong_Ball_Ctrl Pong_Ball_Ctrl_Inst
    (.i_Clk(i_Clk),
     .i_Game_Active(w_Game_Active),
     .i_Col_Count_Div(w_Col_Count_Div),
     .i_Row_Count_Div(w_Row_Count_Div),
     .o_Draw_Ball(w_Draw_Ball),
     .o_Ball_X(w_Ball_X),
     .o_Ball_Y(w_Ball_Y));
  always @(posedge i_Clk)
  begin
    case (r_SM_Main)
    IDLE :
    begin
      if (i_Game_Start == 1'b1)
        r_SM_Main <= RUNNING;
    end
    RUNNING :
    begin
      if (w_Ball_X == 0 && 
          (w_Ball_Y < w_Paddle_Y_P1 || 
           w_Ball_Y > w_Paddle_Y_P1 + c_PADDLE_HEIGHT))
        r_SM_Main <= P2_WINS;
      else if (w_Ball_X == c_GAME_WIDTH-1 && 
               (w_Ball_Y < w_Paddle_Y_P2 ||
                w_Ball_Y > w_Paddle_Y_P2  + c_PADDLE_HEIGHT))
        r_SM_Main <= P1_WINS;
    end
    P1_WINS :
    begin
      if (r_P1_Score == c_SCORE_LIMIT-1)
        r_P1_Score <= 0;
      else
      begin
        r_P1_Score <= r_P1_Score + 1;
        r_SM_Main <= CLEANUP;
      end
    end
    P2_WINS :
    begin
      if (r_P2_Score == c_SCORE_LIMIT-1)
        r_P2_Score <= 0;
      else 
      begin
        r_P2_Score <= r_P2_Score + 1;
        r_SM_Main <= CLEANUP;
      end
    end
    CLEANUP :
      r_SM_Main <= IDLE;
    endcase
  end
  assign w_Game_Active = (r_SM_Main == RUNNING) ? 1'b1 : 1'b0;
  assign w_Draw_Any = w_Draw_Ball | w_Draw_Paddle_P1 | w_Draw_Paddle_P2;
  assign o_Red_Video = w_Draw_Any ? 4'b1111 : 4'b0000;
  assign o_Grn_Video = w_Draw_Any ? 4'b1111 : 4'b0000;
  assign o_Blu_Video = w_Draw_Any ? 4'b1111 : 4'b0000;
endmodule  
module Sync_To_Count 
 #(parameter TOTAL_COLS = 800,
   parameter TOTAL_ROWS = 525)
  (input            i_Clk,
   input            i_HSync,
   input            i_VSync, 
   output reg       o_HSync = 0,
   output reg       o_VSync = 0,
   output reg [9:0] o_Col_Count = 0,
   output reg [9:0] o_Row_Count = 0);
   wire w_Frame_Start;
  always @(posedge i_Clk)
  begin
    o_VSync <= i_VSync;
    o_HSync <= i_HSync;
  end
  always @(posedge i_Clk)
  begin
    if (w_Frame_Start == 1'b1)
    begin
      o_Col_Count <= 0;
      o_Row_Count <= 0;
    end
    else
    begin
      if (o_Col_Count == TOTAL_COLS-1)
      begin
        if (o_Row_Count == TOTAL_ROWS-1)
        begin
          o_Row_Count <= 0;
        end
        else
        begin
          o_Row_Count <= o_Row_Count + 1;
        end
        o_Col_Count <= 0;
      end
      else
      begin
        o_Col_Count <= o_Col_Count + 1;
      end
    end
  end
  assign w_Frame_Start = (~o_VSync & i_VSync);
endmodule
```

## run.sh

```bash
#!/bin/bash
# OpenROAD 26Q1-2900-gdf79404cd8, Yosys 0.63+post, stock flow scripts
make -C /OpenROAD-flow-scripts/flow DESIGN_CONFIG=/design/flow/config.mk WORK_HOME=/design/flow/orfs finish
```

## config.mk

```make
export PLATFORM = sky130hd
export DESIGN_NAME = Pong_Top
export DESIGN_NICKNAME = Pong_Top
export VERILOG_FILES = /design/flow/design.v
export SDC_FILE = /design/flow/constraint.sdc
export NUM_CORES = 4
export LEC_CHECK = 1
export CORE_UTILIZATION = 40
```

## constraint.sdc

```tcl
current_design Pong_Top

set clk_period 7.4
set clk_io_pct 0.2

create_clock -name clk0 -period $clk_period [get_ports {i_Clk}]

set non_clock_inputs [all_inputs -no_clocks]
set_input_delay [expr $clk_period * $clk_io_pct] -clock clk0 $non_clock_inputs
set_output_delay [expr $clk_period * $clk_io_pct] -clock clk0 [all_outputs]
```

==> run notes <==
Observations from the implementation run.

Timing:
- The final timing report derives a shortest allowable period of 3640 ps.
- The run puts the achievable frequency at 275 MHz.
- The run puts the measured slew at the worst slew-check pin at between 900 and 1000 ps.
- The run gives the final tally of max-slew violations as 0.
- Setup repair after global routing left no endpoint under its margin.
- The run puts the sum of negative setup slack at 0 ps.
- The run gives the post-route fraction of the period consumed by the critical path as approximately 49%.
- The run puts the setup-violating endpoint count in the final report at 0.
- The run puts the final hold violation count at 0.
- The run gives the setup slack after layout as approximately 3800 ps.
- Headroom to the max-slew limit came out at approximately two fifths.
- For the final database, setup skew stands at 12.7 ps.

Worst setup path:
- The run gives the data required time of the critical path as 7700 ps.
- In this run the critical register-to-register path is captured at Pong_Ball_Ctrl_Inst.o_Ball_Y[5].
- The run gives the startpoint of the worst register-to-register path as Pong_Ball_Ctrl_Inst.o_Ball_Y[3].
- Data arrives at the worst endpoint at 3940 ps.
- For reference, the most critical setup path is categorized as reg2reg.
- The run puts the maximum fanout along the worst path at 9.
- The worst setup path is captured at a register.
- The run gives the logic depth of the worst register-to-register path as 14.
- The run puts the flop-to-flop setup slack at 3760 ps.
- The run gives the startpoint type of the worst setup path as a register.

Global routing:
- The run puts the first-pass GRT wire length at roughly 32 mm.
- The run puts the initial antenna violation count at 0.
- Entering global routing, the biggest net connects 49 pins.
- The run gives the number of global-route vias before repair as 6659.
- The run gives the global router's overall resource usage as between 10% and 20%.
- The run gives the global route total overflow as 0.

Final layout:
- Of the cells placed in the final design, the portion with a size suffix greater than 1 is 5.10%.
- The run puts the fill cell total of the finished layout at 2263.
- By instance count after routing, the leading logic cell types are sky130_fd_sc_hd__edfxtp_1, sky130_fd_sc_hd__nor2_1, sky130_fd_sc_hd__nand2_1.
- The run puts the combined flip-flop and latch cell area at 4590 um^2.
- The run puts the utilization after layout at between 40% and 50%.
- Leaving out fill and tap cells, the most frequent cell in the layout is sky130_fd_sc_hd__edfxtp_1.
- The run puts the area of combinational cells with multiple inputs at 5190 um^2.
- The area growth from synthesis to layout is 11.7%.

Floorplan:
- The run puts the die width at 161 um.
- The run gives the core region area as around 25000 um^2.
- The run gives the standard-cell row count as 57.
- The run gives the I/O pin count as 22.
- In this run the vertical extent of the chip is 161 um.
- The run gives the starting density of the core as 41.2%.
- The run gives the die outline area as 25900 um^2.

CTS:
- The run gives the root buffer selected by CTS as sky130_fd_sc_hd__clkbuf_16.
- The run puts the buffer levels on the longest clock path at 2.
- TritonCTS built the clock tree.
- After clock tree synthesis, the repair step resized 0 gates.
- The run puts the clock transition at the registers of the reported paths at 70 ps.
- The run gives the post-cts hold-fix buffer tally as 0.
- The run puts the depth of the CTS H-tree at 4.
- The run puts the insertion delay to the later sink of the worst-skew pair at 420 ps.
- TritonCTS created 17 clock buffers.
- The clock tree has to reach 170 sinks.
- Looking at the post-CTS report, the setup buffer insertion count equals 0.

Run:
- The run puts the number of warning messages in the logs at 34.
- The run gives the max-cap violation count as 0.

Synthesis:
- The run puts the average instance area after synthesis at 10.1 um^2.
- The run gives the count of state elements after synthesis as 170.
- Warnings reported by Yosys during synthesis add up to 6.
- Counting flops with a built-in enable in the synthesized netlist gives approximately 120.
- The run puts the count of different cell masters after synthesis at 58.
- The run puts the post-synthesis instance area at 10100 um^2.
- Looking at the cell usage after synthesis, the top flip-flop cell is sky130_fd_sc_hd__edfxtp_1.
- The run puts the share of the yosys chip area belonging to registers at 45.4%.
- Yosys reports a chip area of 10100 um^2.
- The run puts the yosys stat cell total at 1002.
- Synthesis produced a netlist whose cell count is 1002.
- After synthesis, the share of flip-flops with an asynchronous set or reset is 0%.

Routing:
- The run gives the final wirelength as 18.4 mm.
- The detail route stage leaves a number of antenna-violating nets equal to 0.
- The run gives the total number of vias as 6963.
- Per the detail_route report, DRC violations left total 0.
- The run puts the routed length per instance at ~13 um.
- The first detailed-routing pass ran for 6 iterations.
- The run gives the total antenna diodes in the routed design as 0.
- After the first detailed-routing iteration, the DRC count stood at 385.
- The run gives the via density per instance as 5.10.

Power and ir drop:
- VDD sags by at most about 0.18 mV.
- Summed over all cells, the static leakage comes to 4.36 nW.
- After layout, the design draws a total of 3.28 mW.
- The run gives the power per unit of standard cell area as 290 nW/um^2.

Status:
- The run finished with clean final reports.

Placed design:
- The run puts the number of buffers inserted by port buffering at 21.
- The run puts the post-place setup slack at around 3600 ps.
- Detailed placement finished with a half-perimeter wire length of 12.7 mm.
- The run puts the routability-driven placement congestion ratio at 0.856.

Hold path:
- The run puts the hold path depth at 0.
- Per the hold report, the tightest min-delay path originates at Sync_To_Count_Inst.o_HSync.
- The endpoint of the worst hold path is reported as o_HSync.
- The most critical min-delay path falls under reg2reg.
[cell families after synthesis]
family | Yosys count | share of synthesized area, %
mux | 2 | 0.198
flops | 170 | 45.4
simple gates | 372 | 18.6
compound gates | 150 | 9.81
other cells | 1 | 0.0371
fa+ha+maj | 86 | 10.9
buf+inv | 95 | 4.05
xor+xnor | 126 | 10.9
[cells in the mapped netlist, types with 12 or more instances]
cell,n,area [um^2]
sky130_fd_sc_hd__nor2_1,101,379
sky130_fd_sc_hd__nor4_1,14,87.6
sky130_fd_sc_hd__nand2_1,87,327
sky130_fd_sc_hd__a21o_1,16,120
sky130_fd_sc_hd__ha_1,82,1030
sky130_fd_sc_hd__buf_4,12,90.1
sky130_fd_sc_hd__clkbuf_1,14,52.6
sky130_fd_sc_hd__nor3_1,15,75.1
sky130_fd_sc_hd__nand3_1,34,170
sky130_fd_sc_hd__o211ai_1,18,135
sky130_fd_sc_hd__edfxtp_1,119,3570
sky130_fd_sc_hd__and3_1,17,106
sky130_fd_sc_hd__a21oi_1,37,185
sky130_fd_sc_hd__xor2_1,49,429
sky130_fd_sc_hd__nand4_1,32,200
sky130_fd_sc_hd__or3_1,13,81.3
sky130_fd_sc_hd__inv_1,62,233
sky130_fd_sc_hd__o21ai_0,25,125
sky130_fd_sc_hd__dfxtp_1,51,1020
sky130_fd_sc_hd__xnor2_1,77,674
sky130_fd_sc_hd__nor2b_1,14,87.6
[how the worst max path moves through the flow]
stage,startpoint,to,slack (ps),cells past startpoint
final,Pong_Ball_Ctrl_Inst.o_Ball_Y[3],Pong_Ball_Ctrl_Inst.o_Ball_Y[5],3760,14
after global routing,Pong_Ball_Ctrl_Inst.o_Ball_Y[3],Pong_Ball_Ctrl_Inst.o_Ball_Y[5],3410,14
after CTS,Pong_Ball_Ctrl_Inst.o_Ball_Y[4],Pong_Ball_Ctrl_Inst.o_Ball_Y[5],3780,14
[metrics by stage]
stage,cell area [um^2],instances,hold WS [ps]
2_1_floorplan,10200,1012,310
3_3_place_gp,10700,1332,310
3_5_place_dp,10700,1332,312
4_1_cts,11300,1364,329
5_1_grt,11300,1364,337
6_report,11300,1364,328
[power breakdown]
part           leakage, nW  total [mW]  switching, mW  internal (mW)
combinational         2.53       0.944          0.510          0.434
clock                0.297       0.925          0.410          0.515
sequential            1.53        1.41          0.183           1.23
total                 4.36        3.28           1.10           2.18
[area by class of cell]
| class | instances | area share (%) |
|---|---|---|
| multi-input cells | 747 | 45.9 |
| well taps | 324 | 3.59 |
| flip-flops and latches | 170 | 40.7 |
| repair buffers | 29 | 2.39 |
| clock buffers | 18 | 3.80 |
| clock inverters | 14 | 1.59 |
| inverters | 62 | 2.06 |
[worst max-delay path: stages (launching register included)]
cell and delay (ps):
sky130_fd_sc_hd__dfxtp_1 580, sky130_fd_sc_hd__inv_1 150, sky130_fd_sc_hd__ha_1 310, sky130_fd_sc_hd__a211oi_1 210
sky130_fd_sc_hd__nor2_1 90, sky130_fd_sc_hd__o31ai_1 340, sky130_fd_sc_hd__nor2b_1 290, sky130_fd_sc_hd__inv_1 160
sky130_fd_sc_hd__ha_1 310, sky130_fd_sc_hd__a211oi_1 330, sky130_fd_sc_hd__o21bai_1 150, sky130_fd_sc_hd__a21oi_1 240
sky130_fd_sc_hd__nand2_1 90, sky130_fd_sc_hd__o2111ai_1 180, sky130_fd_sc_hd__o31ai_1 90
[flip-flops by register name, summed over array words and instances, names as in the netlist, 3 cells and up]
name,cells
P1_Inst.o_Paddle_Y,6
Pong_Ball_Ctrl_Inst.o_Ball_Y,6
Pong_Ball_Ctrl_Inst.o_Ball_X,6
P2_Inst.r_Paddle_Count,32
r_SM_Main,3
Pong_Ball_Ctrl_Inst.r_Ball_Count,32
P1_Inst.r_Paddle_Count,32
P2_Inst.o_Paddle_Y,6
r_P1_Score,4
Pong_Ball_Ctrl_Inst.r_Ball_Y_Prev,6
Sync_To_Count_Inst.o_Col_Count,10
Sync_To_Count_Inst.o_Row_Count,10
r_P2_Score,4
Pong_Ball_Ctrl_Inst.r_Ball_X_Prev,6
[layer usage]
metal  global-route usage (%)  up-vias  share of wire [%]
met4                     1.46        0               0.82
li1                         -     3646                  -
met5                        0        -                  0
met3                     2.46        7                2.8
met2                     23.7       67                 45
met1                     25.2     3243                 51
Power figures rest on the tool's default switching activity, not on a simulated workload.
