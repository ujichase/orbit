==> run.sh <==
#!/bin/bash
# OpenROAD 26Q1-2900-gdf79404cd8, Yosys 0.63+post, stock flow scripts
make -C /OpenROAD-flow-scripts/flow DESIGN_CONFIG=/design/flow/config.mk WORK_HOME=/design/flow/orfs finish
==> config.mk <==
export PLATFORM = sky130hd
export DESIGN_NAME = asserted_bit_count_fsmd_2p
export DESIGN_NICKNAME = asserted_bit_count_fsmd_2p
export VERILOG_FILES = /design/flow/design.v
export SDC_FILE = /design/flow/constraint.sdc
export NUM_CORES = 4
export LEC_CHECK = 1
export CORE_AREA = 10 10 83 83
export DIE_AREA = 0 0 93 93
==> constraint.sdc <==
current_design asserted_bit_count_fsmd_2p

set clk_period 1.9
set clk_io_pct 0.2

create_clock -name clk0 -period $clk_period [get_ports {clk}]

set non_clock_inputs [all_inputs -no_clocks]
set_input_delay [expr $clk_period * $clk_io_pct] -clock clk0 $non_clock_inputs
set_output_delay [expr $clk_period * $clk_io_pct] -clock clk0 [all_outputs]
==> design.v <==
interface apb_if (input pclk);
	logic [31:0]    paddr;
	logic [31:0]    pwdata;
	logic [31:0]    prdata;
	logic           penable;
	logic           pwrite;
	logic           psel;
endinterface
interface myBus (input clk);
  logic [7:0]  data;
  logic      enable;
  modport TB  (input data, clk, output enable);
  modport DUT (output data, input enable, clk);
endinterface
module asserted_bit_count_fsmd_1p
#(
    parameter int WIDTH = 8
)
(
    input logic 		                clk,
    input logic 		                rst,
    input logic 		                go,
    input logic [WIDTH-1:0] 	        in,
    output logic [$clog2(WIDTH+1)-1:0]  out,
    output logic 		                done 
);
    typedef enum { START, COMPUTE, WAIT } state_t;
    state_t state_r;
    logic [$bits(in)-1:0] in_r;
    logic [$bits(out)-1:0] out_r;
    logic done_r;
    always_ff @(posedge clk or posedge rst) begin
        if (rst == 1'b1) begin
            in_r <= '0;
            out_r <= '0;
            state_r <= START;
            done_r <= 1'b0;
        end else begin
            case (state_r)
                START: begin
                    in_r <= in;
                    out_r <= '0;
                    done_r <= 1'b0;
                    if (go == 1'b1) begin state_r <= COMPUTE; end
                end
                COMPUTE: begin
                    in_r <= in_r & (in_r - ($bits(in_r))'(1));
                    if (in_r == '0) begin 
                        state_r <= WAIT; 
                    end else begin
                        out_r <= out_r + ($bits(out_r))'(1);
                    end
                end
                WAIT: begin
                    done_r <= 1'b1;
                    in_r <= in;
                    if (go == 1'b1) begin
                        done_r <= 1'b0;
                        out_r <= '0;
                        state_r <= COMPUTE;
                    end
                end
            endcase
        end
    end
    assign out = out_r;
    assign done = done_r;
endmodule
module asserted_bit_count_fsmd_2p
#(
    parameter int WIDTH = 8
)
(
    input logic 		                clk,
    input logic 		                rst,
    input logic 		                go,
    input logic [WIDTH-1:0] 	        in,
    output logic [$clog2(WIDTH+1)-1:0]  out,
    output logic 		                done 
);
    typedef enum { START, COMPUTE, WAIT } state_t;
    state_t state_r, next_state;
    logic [$bits(in)-1:0] num_r, next_num;
    logic [$bits(out)-1:0] count_r, next_count;
    always_ff @(posedge clk or posedge rst) begin
        if (rst == 1'b1) begin
            state_r <= START;
            num_r <= '0;
            count_r <= '0;
        end else begin 
            state_r <= next_state;
            num_r <= next_num;
            count_r <= next_count;
        end
    end
    always_comb begin
        next_state = state_r;
        next_num = num_r;
        done = 1'b0;
        next_count = count_r;
        out = count_r;
        case (state_r)
            START: begin
                next_num = in;
                next_count = '0;
                if (go == 1'b1) begin next_state = COMPUTE; end
            end
            COMPUTE: begin
                next_num = num_r & (num_r - ($bits(num_r))'(1));
                if (num_r == '0) begin 
                    next_state = WAIT; 
                end else begin
                    next_count = count_r + ($bits(count_r))'(1);
                end
            end
            WAIT: begin
                done = 1'b1;
                next_count = '0;
                next_num = in;
                if (go == 1'b1) begin next_state = COMPUTE; end
            end
        endcase
    end
endmodule
module asserted_bit_count_fsm_plus_d
#(
    parameter int WIDTH = 8
)
(
    input logic 		                clk,
    input logic 		                rst,
    input logic 		                go,
    input logic [WIDTH-1:0] 	        in,
    output logic [$clog2(WIDTH+1)-1:0]  out,
    output logic 		                done 
);
    logic en_num;
    logic en_ctr;
    logic is_num_zero;
    logic sel_ctr;
    logic sel_num;
    datapath #(
        .WIDTH(WIDTH)
    ) path (
        .clk(clk),
        .rst(rst),
        .in(in),
        .en_num(en_num),
        .en_ctr(en_ctr),
        .sel_num(sel_num),
        .sel_ctr(sel_ctr),
        .out(out),
        .is_num_zero(is_num_zero)
    );
    fsm mach (
        .clk(clk),
        .rst(rst),
        .go(go),
        .is_num_zero(is_num_zero),
        .en_num(en_num),
        .en_ctr(en_ctr),
        .sel_num(sel_num),
        .sel_ctr(sel_ctr),
        .done(done)
    );
endmodule
module \asserted_bit_count
#(
    parameter int WIDTH = 32
)
(
    input logic 		                clk,
    input logic 		                rst,
    input logic 		                go,
    input logic [WIDTH-1:0] 	        in,
    output logic [$clog2(WIDTH+1)-1:0]  out,
    output logic 		                done 
);
    asserted_bit_count_fsm_plus_d #(.WIDTH(WIDTH)) top (.*);  
endmodule
==> run_results.csv <==
group,metric,value,unit
routing,dr.pass1.iters,4,
hold_path,min_path_type,"in -> async",
power_and_ir_drop,leakage,0.402,nW
clocking,cts.sinks,15,
place,place_congestion,0.768,
floorplanning,die_w,93,um
logic_synthesis,synth_top_cell_by_area,"dfrtp_1",
cells_and_area,finalNonFillerCells,160,
grt,use_met3,0.0250,
routing,route.vias.total,523,
place,hpwl,1.24,mm
cells_and_area,syn_to_final_growth,38.0,%
routing,drt-vias-per-instance,3.27,
logic_synthesis,ys.flop_type,"dfrtp_1",
floorplanning,fp_util,0.140,
floorplanning,die_h,93,um
setup_path,cp_max_fo,4,
setup_path,end_kind,"primary output",
clocking,post_cts_buffers,0,
final_timing,worst_pin_slew,548,ps
logic_synthesis,ys_ff,15,
clocking,cts_root_buf,"clkbuf_8",
logic_synthesis,synthArstFlopShare,1.00,
setup_path,critPathTopFamily,"buffers and inverters",
logic_synthesis,yosysMostFrequentCell,"dfrtp_1",
floorplanning,pin_count,16,
routing,antennaDiodeCount,0,
final_timing,fin_setup_tns,0,ps
final_timing,slew_headroom,0.634,
cells_and_area,regArea,377,um^2
run,warnings,25,
cells_and_area,nFillCells,582,
final_timing,skew,0.929,ps
logic_synthesis,avgSynthCellArea,9.89,um^2
cells_and_area,drive_above_1_share,0.122,
logic_synthesis,synth-edff-count,0,
routing,wire_per_inst,9.78,um
outcome,status,"completed",
grt,grt_use_met1,0.0486,
clocking,h-tree-depth,1,
clocking,insertion_delay,240,ps
routing,post-route-drc-count,0,
setup_path,start_kind,"flop",
logic_synthesis,yosys-top-cells-count,"dfrtp_1 (14), nand2_1 (13), o21ai_0 (10), inv_1 (5), nor2_1 (5)",
power_and_ir_drop,switchingPower,0.457,mW
routing,postRouteAntennaNets,0,
power_and_ir_drop,power_density,1320,nW/um^2
final_timing,finalCriticalPeriod,1500,ps
logic_synthesis,yosysSeqAreaShare,0.522,
grt,grt_overflow,0,
grt,grt_first_pass_wirelength,2.67,mm
setup_path,cp_cell_sequence,"clkdlybuf4s50_1",
setup_path,worst_path_max_delay_cell,"clkdlybuf4s50_1",
power_and_ir_drop,swShare,0.347,
clocking,cts_buffers,3,
clocking,cts_tree,"yes",
power_and_ir_drop,vdd_ir_drop_max,0.385,mV
setup_path,crit_type,"reg -> out",
power_and_ir_drop,p_int,0.861,mW
setup_path,cp_num_buf_inv,1,
grt,use_met2,0.0549,
place,place_inst,156,
grt,grt.total_usage,0.0381,
run,cap_violations,0,
setup_path,cpPeakStageDelay,490,ps
logic_synthesis,syn_inst,73,
grt,grt_pass1_vias,583,
cells_and_area,comb_area,310,um^2
power_and_ir_drop,power_frac_clock,0.187,
grt,grt_max_degree,16,
final_timing,setup_viol,0,
grt,antenna_found_initial,0,
final_timing,slew_viol_final,0,
logic_synthesis,yosys_area,722,um^2
cells_and_area,final_core_util,0.194,
clocking,cts_buffer_depth,2,
logic_synthesis,ys_top_cells_by_area,"dfrtp_1 (49%), o21ai_0 (6.9%), nand2_1 (6.8%)",
logic_synthesis,synth_area,722,um^2
logic_synthesis,ys_types,25,
power_and_ir_drop,combPwrFrac,0.383,
routing,wl,1.56,mm
routing,drtIter0Drc,21,
final_timing,rsz0062_at_grt,"false",
setup_path,cp.required,1520,ps
floorplanning,row_count,26,
power_and_ir_drop,seq_power_share,0.430,
setup_path,cp.arrival,1120,ps
floorplanning,core_area,5140,um^2
place,dp_slack,485,ps
clocking,cts-hold-fix-buffers,0,
final_timing,worst_slack,395,ps
logic_synthesis,yosys-stat-cells,73,
logic_synthesis,yosys_warnings,1,
final_timing,period_used_share,0.792,
final_timing,fmax,0.665,GHz
logic_synthesis,yosys.area.top_type_share,0.485,
floorplanning,die_area,8650,um^2
place,port_buffers,15,
final_timing,finalHoldViolations,0,
clocking,post_cts_resized,0,
grt,busiest_layer,"met2",
clocking,clkTransAtPathRegs,60,ps
[cell families after synthesis]
family | after synthesis | share of synthesized area
flops | 15 | 0.522
fa+ha+maj | 1 | 0.0173
xor+xnor | 2 | 0.0243
mux | 2 | 0.0312
buf+inv | 8 | 0.0485
compound gates | 14 | 0.123
simple gates | 31 | 0.234
[final timing paths]
path	end	startpoint	cells past startpoint	slack, ps
max	out[2]	count_r[2]	1	400
min	num_r[3]	rst	2	490
max reg2reg	count_r[2]	state_r[0]	4	480
min reg2reg	state_r[0]	state_r[0]	1	490
max in group asynchronous	state_r[0]	rst	2	1050
min in group clk0	state_r[0]	state_r[0]	1	490
[through the flow]
| step | hold slack, ps | power [mW] | instance area [um^2] |
|---|---|---|---|
| after global placement | 481 | 1.08 | 951 |
| after detailed placement | 486 | 1.08 | 951 |
| after floorplan | 281 | 0.906 | 722 |
| after CTS | 495 | 1.34 | 996 |
| after global routing | 511 | 1.45 | 996 |
| final | 485 | 1.32 | 996 |
[layer usage]
layer  part of all wire  routed length [um]
met4                  0                   0
met3               0.11                 173
met1               0.48                 747
met2               0.41                 643
met5                  0                   0
[cells in the final DEF, fill, tap and decap left out]
| cell | n |
|---|---|
| a22o_1 | 2 |
| a31oi_2 | 1 |
| buf_4 | 1 |
| clkbuf_1 | 1 |
| clkbuf_8 | 3 |
| clkdlybuf4s50_1 | 15 |
| dfrtp_1 | 14 |
| dfstp_2 | 1 |
| ha_1 | 1 |
| inv_1 | 5 |
| mux2_2 | 2 |
| nand2_1 | 13 |
| nand3_1 | 4 |
| nand3b_1 | 1 |
| nand4_1 | 2 |
| nand4b_1 | 1 |
| nor2_1 | 5 |
| nor2_2 | 1 |
| nor2b_1 | 1 |
| nor3_2 | 1 |
| nor4b_4 | 1 |
| o21ai_0 | 10 |
| o311ai_0 | 1 |
| or2_1 | 1 |
| xnor2_1 | 1 |
| xor2_1 | 1 |
[final cells by class]
cell class / count / area share
Timing Repair Buffer: 16 / 0.158
Clock buffer: 4 / 0.0452
Tap cell: 70 / 0.0879
Sequential cell: 15 / 0.378
Inverter: 5 / 0.0188
Multi-Input combinational cell: 50 / 0.312
[flip-flops by register name (all words and copies together), names as in the netlist]
name / count
count_r: 4
num_r: 8
state_r: 3
[power groups by stage]
| stage | combinational (mW) | sequential [mW] | clock (mW) |
|---|---|---|---|
| CTS | 0.514 | 0.569 | 0.257 |
| global route | 0.578 | 0.597 | 0.275 |
| finish | 0.505 | 0.567 | 0.246 |
Power and IR drop assume default switching activity.
