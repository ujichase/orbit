<file path="./run.sh">
#!/bin/bash
# OpenROAD 26Q1-2900-gdf79404cd8, Yosys 0.63+post, stock flow scripts
make -C /OpenROAD-flow-scripts/flow DESIGN_CONFIG=/design/flow/config.mk WORK_HOME=/design/flow/orfs finish
</file>
<file path="./config.mk">
export PLATFORM = sky130hd
export DESIGN_NAME = fsm
export DESIGN_NICKNAME = fsm
export VERILOG_FILES = /design/flow/design.v
export SDC_FILE = /design/flow/constraint.sdc
export NUM_CORES = 4
export LEC_CHECK = 1
export CORE_AREA = 10 10 70 70
export DIE_AREA = 0 0 80 80
</file>
<file path="./design.v">
interface apb_if (input pclk);
	logic [31:0]    paddr;
	logic [31:0]    pwdata;
	logic [31:0]    prdata;
	logic           penable;
	logic           pwrite;
	logic           psel;
endinterface
interface myBus (input clk);
  logic [7:0]  data;
  logic      enable;
  modport TB  (input data, clk, output enable);
  modport DUT (output data, input enable, clk);
endinterface
module fsm
(
    input logic clk,
    input logic rst,
    input logic go,
    input logic is_num_zero,
    output logic en_num,
    output logic sel_num,
    output logic sel_ctr,
    output logic en_ctr,
    output logic done
);  
    typedef enum { START, CHECK_ZERO, COMPUTE, COMPLETE } state_t;
    state_t state_r, next_state;
    always_ff @(posedge clk or posedge rst) begin
        if (rst == 1'b1) begin
            state_r <= START;
        end else begin
            state_r <= next_state;
        end
    end
    always_comb begin : hello
        next_state = state_r;
        en_num = 1'b0;
        sel_num = 1'b0;
        en_ctr = 1'b0;
        done = 1'b0;
        sel_ctr = 1'b0;
        case (state_r)
            START: begin
                sel_num = 1'b0;
                en_num = 1'b1;
                sel_ctr = 1'b0;
                en_ctr = 1'b1;
                if (go == 1'b1) begin next_state = CHECK_ZERO; end
            end
            CHECK_ZERO: begin
                if (is_num_zero == 1'b1) begin 
                    next_state = COMPLETE;
                end else begin
                    next_state = COMPUTE;
                end
            end
            COMPUTE: begin
                sel_ctr = 1'b1;
                en_ctr = 1'b1;
                sel_num = 1'b1;
                en_num = 1'b1;
                next_state = CHECK_ZERO;
            end
            COMPLETE: begin
                sel_num = 1'b0;
                en_num = 1'b1;
                done = 1'b1;
                if (go == 1'b1) begin 
                    sel_ctr = 1'b0;
                    en_ctr = 1'b1;
                    next_state = CHECK_ZERO; 
                end
            end
        endcase
    end : hello
endmodule
</file>
<file path="./constraint.sdc">
current_design fsm

set clk_period 1.9
set clk_io_pct 0.2

create_clock -name clk0 -period $clk_period [get_ports {clk}]

set non_clock_inputs [all_inputs -no_clocks]
set_input_delay [expr $clk_period * $clk_io_pct] -clock clk0 $non_clock_inputs
set_output_delay [expr $clk_period * $clk_io_pct] -clock clk0 [all_outputs]
</file>
==> notes.md <==
fresh numbers from the pnr run: Post-Place Cells=69, die area=6400 sq um, Root Buffer Master=clkbuf_4, pin count of the biggest net entering global routing=6, core area=3420 sq um, Worst-Margin Slew=0.147 ns, initial antenna violation count=0, RSZ-0062 raised after global routing=no, Core Density at Floorplan=0.0484, GRT met1 Usage=0.0154, clock power share=0.435, max FFs per register=4, GRT busiest layer=met3, post-placement cell area=303 sq um, yosys synthesis chip area=165 sq um, Vias=144, status=finished, final reports clean, DRT Wirelength=475 um, Setup Fix Bufs, Post-CTS=0, Antenna Cells=0, Max stage delay on crit path=0.43 ns, Worst R2R End=state_r[2]$_DFF_PP0_, Routed Antenna Nets=0, reg2reg setup slack=1.13 ns, tool warnings=25, Synth cell types=10, hold_ws=0.327 ns, clock latency on the worst-skew pair=0.24 ns, R2R depth=2, critical path type=flop to primary output, startpoint types=flop, CTS buffer count=3, mean post-synth cell area=11.0 sq um, post-cts resize count=1, Die W=80 um, worst reg2reg path startpoint=state_r[3]$_DFF_PP0_, initial drt markers=4, CP Max Fanout=5, gr usage total=0.0172, first drt pass iteration count=3, count leader, synth=dfrtp_1, cell count in the Yosys report=15, global routing met3 resource utilization=0.0341, drt via density=1.97, Worst Path Arrival=1.45 ns, vias in the first global route=177, Non-Filler Instances=73, Mapped Cells=15, Reg with most FFs=state_r, worst-case clock buffer depth=2, crit path max-delay cell type=clkdlybuf4s50_1, Flops after synth=4, Sw Pwr=57.4 uW, cell accounting for the most synthesized area=dfrtp_1, fin crit share=0.961, routed len/inst=6.51 um, post-cts hold-fix buffer tally=0, TritonCTS clock tree=built, first-pass GRT wire length=786 um, layout cells sized above 1=0.222, Rows=21, YS warnings=1, final slew viol count=0, sequential power share=0.376, fmax=548 MHz, DRC viols=0, asr flop ratio synth=1.00, Post-synth area hogs=dfrtp_1, dfstp_2, nor2b_1, Final setup viols=0, GPL Wtd Cong=0.685, I/O Pins=9, Pwr Density=822 nW/um^2, pre-CTS setup slack=-0.0211 ns, Final WS setup=0.0742 ns, Rel. slew slack=0.902, Seq share, synth=0.614, flip-flops with a built-in enable=0, area of the mapped netlist=165 sq um, port bufs=8, grt ovf=0, Commonest cells post-synth=dfrtp_1, inv_1, nor2b_1, o21ai_0, GR met2 Demand/Resource=0.0152, Area Overhead vs Synth=98.5%, Max IR drop VDD=138 uV, clock transition at the registers of the reported paths=0.04 ns, fin util=0.0960, Int Pwr=212 uW, fin crit period=1.83 ns, post-route cell area=328 sq um, Final Hold Viols=0, biggest registers after layout=state_r x4, Worst Clk Skew=0.00626 ns, Leak Pwr=0.000135 uW, maxcap violations=0, sw frac=0.213, nature of the critical path endpoint=primary output, area share, top type=0.455, Die Span Y=80 um, worst hold path type=primary input to async pin, CP required=1.52 ns, CTS sink count=4, crit path cell chain=or3_1 > clkdlybuf4s50_1, Top FF cell, synth=dfrtp_1, Logic pwr share=0.189, H-tree depth=1
## power groups by stage
stage     Clock [uW]  Combinational, uW  Sequential [uW]
4_1_cts          123               52.5              101
5_1_grt          127               58.0              104
6_report         117               51.1              101
## cell type report
cell class / count / area (sq um)
sequential: 4 / 101
clock buffer: 4 / 26.3
fill: 402 / 3090
tap: 46 / 57.6
multi-input combinational: 8 / 48.8
timing repair buffer: 9 / 86.3
inverter: 2 / 7.51
## how the worst max path moves through the flow
stage | depth (start not counted) | slack [ns] | to | start
6_report | 2 | 0.07 | en_num | state_r[3]$_DFF_PP0_
4_1_cts | 2 | 0.06 | en_num | state_r[3]$_DFF_PP0_
5_1_grt | 2 | 0.003 | en_num | state_r[3]$_DFF_PP0_
## layout by cell type, fill, tap and decap left out
| cell | count |
|---|---|
| nor2b_1 | 2 |
| clkdlybuf4s50_1 | 7 |
| clkbuf_1 | 1 |
| dfrtp_1 | 3 |
| dlygate4sd2_1 | 1 |
| o21ai_0 | 2 |
| or3_1 | 1 |
| inv_1 | 2 |
| nand2_1 | 1 |
| a211o_2 | 1 |
| buf_4 | 1 |
| nand2b_1 | 1 |
| dfstp_2 | 1 |
| clkbuf_4 | 3 |
## per-stage QoR
| step | setup TNS [ns] | total power [uW] |
|---|---|---|
| finish | 0 | 269 |
| global route | 0 | 289 |
| CTS | 0 | 276 |
| detailed placement | -0.0211 | 155 |
| global placement | -0.0118 | 152 |
| floorplan | 0 | 114 |
## kinds of logic (layout without fill, tap and decap cells)
logic type      Yosys count  after routing  share of synthesized area
simple gates              5              5                      0.174
flops                     4              4                      0.614
compound gates            3              3                      0.121
buf+inv                   3             15                     0.0909
## routing by layer
| metal | wire length (um) | vias up |
|---|---|---|
| met2 | 102 | 12 |
| met3 | 192 | 0 |
| met5 | 0 | - |
| met1 | 180 | 61 |
| li1 | - | 71 |
| met4 | 0 | 0 |
## worst max-delay path: cells and delay by family (launching register included)
family                 cells  cell delay (ns)
buffers and inverters      1             0.43
AND/OR/NAND/NOR            1             0.38
flip-flops                 1             0.40
Power figures rest on the tool's default switching activity, not on a simulated workload.
